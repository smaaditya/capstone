`./config.mk`:
```
export PLATFORM = sky130hd
export DESIGN_NAME = load_store_unit
export DESIGN_NICKNAME = load_store_unit
export VERILOG_FILES = /design/flow/design.v
export SDC_FILE = /design/flow/constraint.sdc
export NUM_CORES = 4
export LEC_CHECK = 1
export CORE_UTILIZATION = 40
```
`./design.v`:
```
module load_store_unit(input clk_i,
                       input reset_i,
                       input [31:0] addr_i,
                       input [31:0] data_i,
                       input [1:0]  length_EX_i,
                       input        load_i,
                       input        wen_i,
                       input        misaligned_EX_i, misaligned_MEM_i,
                       input [31:0] read_data_i,
                       input [1:0]  length_MEM_i,
                       input [1:0]  addr_offset_i,
                       input [23:0] memout_WB_i,
                       output reg [31:0] data_o,
                       output     [31:0] addr_o,
                       output reg [3:0]  wmask_o,
                       output            misaligned_access_o,
                       output reg [31:0] memout_o);
wire addr_misaligned;
reg [31:0] addr_i_reg;
assign addr_misaligned     = (length_EX_i == 2'd2 && addr_i[1:0] != 2'd0) ? 1'b1
                           : (length_EX_i == 2'd1 && addr_i[1:0] == 2'd3) ? 1'b1
                           : 1'b0;
assign misaligned_access_o = (load_i | ~wen_i) & ~misaligned_EX_i & addr_misaligned;  
assign addr_o = misaligned_EX_i ? {addr_i_reg[31:2],2'b0} + 32'd4 : {addr_i[31:2],2'b0};
always @(posedge clk_i or negedge reset_i) 
begin
    if(!reset_i)
	    addr_i_reg <= 32'd0;
	else
	    addr_i_reg <= addr_i;	
end
always @(*)
begin
	if(!misaligned_EX_i)
	begin
		if(length_EX_i == 2'd0)
			wmask_o = 4'b1 << addr_i[1:0];
		else if(length_EX_i == 2'd1)
			wmask_o = 4'b11 << addr_i[1:0];
		else
			wmask_o = 4'b1111 << addr_i[1:0];
		data_o = data_i << 8*addr_i[1:0];
	end
	else
	begin
		if(length_EX_i == 2'd1)
		begin
			wmask_o = 4'b1;
			data_o = data_i >> 8;
		end
		else
		begin
			wmask_o = 4'b1111 >> (3'd4 - {1'b0,addr_i_reg[1:0]});
			data_o = data_i >> 8*(3'd4 - {1'b0,addr_i_reg[1:0]});
		end
	end
end
always @(*)
begin
	if(misaligned_MEM_i)
	begin
		if(length_MEM_i == 2'd2)  
		begin
			if(addr_offset_i == 2'd3)
				memout_o = {read_data_i[23:0],memout_WB_i[7:0]};
			else if(addr_offset_i == 2'd2)
				memout_o = {read_data_i[15:0],memout_WB_i[15:0]};
			else  
				memout_o = {read_data_i[7:0],memout_WB_i[23:0]};
		end
		else  
			memout_o = {16'b0,read_data_i[7:0],memout_WB_i[7:0]};
	end
	else
	begin
		if(length_MEM_i == 2'd2)  
		begin
			if(addr_offset_i == 2'd3)
				memout_o = {24'b0,read_data_i[31:24]};
			else if(addr_offset_i == 2'd2)
				memout_o = {16'b0,read_data_i[31:16]};
			else if(addr_offset_i == 2'd1)
				memout_o = {8'b0,read_data_i[31:8]};
			else
				memout_o = read_data_i;
		end
		else if(length_MEM_i == 2'd1)  
		begin
			if(addr_offset_i == 2'd3)
				memout_o = {24'b0,read_data_i[31:24]};
			else if(addr_offset_i == 2'd2)
				memout_o = {16'b0,read_data_i[31:16]};
			else if(addr_offset_i == 2'd1)
				memout_o = {16'b0,read_data_i[23:8]};
			else
				memout_o = {16'b0,read_data_i[15:0]};
		end
		else  
		begin
			if(addr_offset_i == 2'd3)
				memout_o = {24'b0,read_data_i[31:24]};
			else if(addr_offset_i == 2'd2)
				memout_o = {24'b0,read_data_i[23:16]};
			else if(addr_offset_i == 2'd1)
				memout_o = {24'b0,read_data_i[15:8]};
			else
				memout_o = {24'b0,read_data_i[7:0]};
		end
	end
end
endmodule
```
`./run.sh`:
```
#!/bin/bash
# OpenROAD 26Q1-2900-gdf79404cd8, Yosys 0.63+post, stock flow scripts
make -C /OpenROAD-flow-scripts/flow DESIGN_CONFIG=/design/flow/config.mk WORK_HOME=/design/flow/orfs finish
```
`./constraint.sdc`:
```
current_design load_store_unit

set clk_period 5.2
set clk_io_pct 0.2

create_clock -name clk0 -period $clk_period [get_ports {clk_i}]

set non_clock_inputs [all_inputs -no_clocks]
set_input_delay [expr $clk_period * $clk_io_pct] -clock clk0 $non_clock_inputs
set_output_delay [expr $clk_period * $clk_io_pct] -clock clk0 [all_outputs]
```
==> run notes <==
Implementation run completed; key figures follow.

Floorplan:
- The initialized floorplan defines 38 standard-cell rows.
- The run puts the vertical die dimension at 108.4 microns.
- 233 I/O pins were placed.
- For this configuration, the core starts out at a cell density of 41.41%.
- The total area inside the core boundary comes to 0.01094 sq mm.
- Measured along the x axis, the die boundary spans 108.4 microns.
- The run gives the total die size as 0.01175 sq mm.

Final timing:
- Based on the critical path, the design can be clocked at up to 227.3 MHz.
- The run gives the number of setup violations in the final report as 0.
- The final hold violation count recorded for this run is 0.
- Subtracting the final worst setup slack from the clock period gives 4.400 ns.
- For the final routed database, the setup TNS stands at 0 ns.
- Max-slew check failures listed in the final report amount to 0.
- On the final layout, the worst hold slack is 1.153 ns.
- Setup repair after global routing left no endpoint under its margin.
- The run puts the slew at the pin closest to its max-slew limit at 0.7898 ns.
- The run gives the worst max-slew margin expressed relative to the limit as 47.35%.
- The run gives the share of the cycle needed by the critical path after routing as 84.62%.
- The critical path in the final layout is reported with a setup slack of 0.7996 ns.

Place:
- Routability-driven placement finished with a final weighted congestion of 0.9058.
- The run gives the total of buffers placed on input and output ports as 230.
- The run gives the total half-perimeter wirelength after legalization and detailed placement as 12050 microns.
- STA on the placed design reports a worst setup slack of 0.8225 ns.

Power:
- The run puts the total design power at 1.130 mW.
- The script extracted a total leakage power of 2.704 nW.
- The run gives the worst supply voltage drop on vdd as 0.2084 mV.
- Power spread over the standard cell area amounts to 160.5 mW/mm^2.

Global routing:
- The first global-routing pass estimated 24750 microns of wire.
- Entering global routing, the biggest net connects 65 pins.
- The run gives the global-route total usage across every layer as 27.16%.
- The run gives the via count of the first global-routing pass as 4888.
- Global routing finished with a remaining overflow of 0.
- The initial antenna violation count is 0.

Logic synthesis:
- The synthesized design devotes to its leading area cell type 17.68% of total area.
- Counting flops with a built-in enable in the synthesized netlist gives 0.
- The run puts the area of the mapped netlist at 0.004528 sq mm.
- After synthesis, the cell types taking the most area are sky130_fd_sc_hd__dfrtp_1 18%, sky130_fd_sc_hd__mux2i_1 14%, sky130_fd_sc_hd__o21ai_0 6.6%, sky130_fd_sc_hd__mux2_2 6.2%, sky130_fd_sc_hd__a22oi_1 5.3%.
- The run puts the gate count after technology mapping at 603.
- The run puts the synthesis warning total at 1.
- The run puts the number of cell instances after yosys synthesis at 603.
- The synthesized design contains 32 register bits.
- Per the synth stats, the flop cell with the highest instance count is sky130_fd_sc_hd__dfrtp_1.
- The run gives the cell type contributing the most total cell area after synthesis as sky130_fd_sc_hd__dfrtp_1.
- The run gives the yosys-reported design area after synthesis as 0.004528 sq mm.
- The run puts the number of distinct standard cells referenced by the synthesized netlist at 50.
- The run puts the post-synthesis async set-or-reset flop share at 100.0%.
- The run gives the post-synthesis sequential area ratio as 17.68%.
- Per the post-synthesis stats, the area per cell is 7.509 sq um.

Routing:
- The run gives the final antenna diode count as 0.
- Once iteration 0 of detailed routing completed, the report listed 422 DRC markers.
- The first detailed-routing pass ran for 5 iterations.
- The run puts the number of nets with antenna violations after detailed routing at 0.
- The run gives the top metal layer carrying routed signals as met4.
- The run gives the routed wire length per instance as 17.22 microns.
- The run puts the amount of wire on met3 after detailed routing at 1444 microns.
- The run puts the DRC violation count after routing at 0.
- The final route contains 5429 vias.
- The script logs the ratio of routed vias to standard cells as 5.782.
- The post-route report lists met1 wire length as 7094 microns.
- After detailed routing, the total wire length is 16170 microns.
- The run gives the met2 routed wirelength as 7545 microns.

Final layout:
- The run puts the final-layout fill cell count at 929.
- Measured on the finished design, the core utilization comes to 64.37%.
- The run puts the flip-flop count of the largest register after layout at 32.
- The post-route netlist has 8.385% of its cells at a drive strength greater than 1.
- Between the synthesized netlist and the finished layout, the area growth was recorded as 55.46%.

Clock network:
- The cell sitting at the root of the clock tree is a sky130_fd_sc_hd__clkbuf_16.
- The run puts the post-CTS setup buffer count at 0.
- The run gives the register clock-pin slew on the reported worst setup and hold paths as 0.05 ns.
- The run puts the sink count of the clock tree at 32.
- Buffers inserted to repair hold after CTS numbered 0.
- The run puts the worst-case clock buffer depth at 2.
- The run gives the number of buffers added by the clock tree synthesis step as 5.
- TritonCTS built the clock tree.
- The run gives the total of cells resized after clock tree synthesis as 0.
- The run gives the maximum level of the CTS H-tree as 2.

Worst setup path:
- The run puts the largest fanout on the critical path at 18.
- The run gives the logic depth of the worst setup path including buffers as 6.
- The worst setup path is launched from a primary input.
- On the critical path, the stage with the largest delay is an instance of sky130_fd_sc_hd__nand2b_1.
- For the worst setup path, the data required time is 4.16 ns.
- The largest single stage delay on the critical path is 0.56 ns.
- In the setup report, the worst path falls into the class in -> out.
- The timing report notes that buffer and inverter cells on the critical path total 2.
- Per STA, the library cell used most along the worst path is sky130_fd_sc_hd__clkdlybuf4s50_1.
- The run gives the sort of element at the end of the critical path as a primary output.
- The kind of cell with the highest combined delay along the critical path is buffers and inverters.
- Data arrives at the worst endpoint at 3.36 ns.
- In this run the critical path is formed by clkdlybuf4s50_1 -> nand2b_1 -> a21o_1 -> mux2i_1 -> o22ai_1 -> clkdlybuf4s50_1.

Run:
- The run gives the tool warning count as 29.
- Per the run summary, max-cap violations total 0.

Min path:
- The run gives the type of the most critical hold path as in -> async.

Outcome:
- The run finished with clean final reports.
placed cells by master, fill, tap and decap left out, types with 2 or more instances in the layout:
cell type	netlist	layout
sky130_fd_sc_hd__clkdlybuf4s50_1	0	227
sky130_fd_sc_hd__mux2i_1	64	64
sky130_fd_sc_hd__nor2_1	61	61
sky130_fd_sc_hd__o21ai_0	60	60
sky130_fd_sc_hd__nand2_1	50	50
sky130_fd_sc_hd__a21oi_1	42	42
sky130_fd_sc_hd__a22oi_1	32	32
sky130_fd_sc_hd__dfrtp_1	32	32
sky130_fd_sc_hd__mux2_2	25	25
sky130_fd_sc_hd__o22ai_1	18	18
sky130_fd_sc_hd__a31oi_1	15	15
sky130_fd_sc_hd__buf_4	2	15
sky130_fd_sc_hd__nor2b_1	13	12
sky130_fd_sc_hd__nand4_1	10	10
sky130_fd_sc_hd__nand3_1	10	10
sky130_fd_sc_hd__xnor2_1	10	10
sky130_fd_sc_hd__inv_1	8	8
sky130_fd_sc_hd__a211o_1	8	8
sky130_fd_sc_hd__a32o_1	8	8
sky130_fd_sc_hd__mux4_2	8	8
sky130_fd_sc_hd__o2bb2ai_1	7	7
sky130_fd_sc_hd__or3_1	7	7
sky130_fd_sc_hd__nor3_1	6	6
sky130_fd_sc_hd__or4_1	6	6
sky130_fd_sc_hd__o31ai_1	5	5
sky130_fd_sc_hd__ha_1	5	5
sky130_fd_sc_hd__clkbuf_16	0	5
sky130_fd_sc_hd__nand2b_1	4	4
sky130_fd_sc_hd__nor4_1	4	4
sky130_fd_sc_hd__xor2_1	4	4
sky130_fd_sc_hd__and3_1	3	3
sky130_fd_sc_hd__buf_2	3	3
sky130_fd_sc_hd__o41ai_1	2	2
sky130_fd_sc_hd__or4b_1	2	2
sky130_fd_sc_hd__clkinv_1	2	2
sky130_fd_sc_hd__conb_1	1	2
routing by layer:
metal / global-route usage, % / up-vias
met5: 0 / -
met4: 1.255 / 0
met3: 5.767 / 8
met2: 45.27 / 234
met1: 38.63 / 2523
li1: - / 2664
synth_stat cells (2+ instances only):
cell type                   number
sky130_fd_sc_hd__a211o_1         8
sky130_fd_sc_hd__a21oi_1        42
sky130_fd_sc_hd__a22oi_1        32
sky130_fd_sc_hd__a31oi_1        15
sky130_fd_sc_hd__a32o_1          8
sky130_fd_sc_hd__and3_1          3
sky130_fd_sc_hd__buf_1           9
sky130_fd_sc_hd__buf_2           3
sky130_fd_sc_hd__buf_4           2
sky130_fd_sc_hd__buf_6           2
sky130_fd_sc_hd__clkbuf_1       42
sky130_fd_sc_hd__clkinv_1        2
sky130_fd_sc_hd__dfrtp_1        32
sky130_fd_sc_hd__ha_1            5
sky130_fd_sc_hd__inv_1           8
sky130_fd_sc_hd__mux2_2         25
sky130_fd_sc_hd__mux2i_1        64
sky130_fd_sc_hd__mux4_2          8
sky130_fd_sc_hd__nand2_1        50
sky130_fd_sc_hd__nand2b_1        4
sky130_fd_sc_hd__nand3_1        10
sky130_fd_sc_hd__nand4_1        10
sky130_fd_sc_hd__nor2_1         61
sky130_fd_sc_hd__nor2b_1        13
sky130_fd_sc_hd__nor3_1          6
sky130_fd_sc_hd__nor4_1          4
sky130_fd_sc_hd__o21ai_0        60
sky130_fd_sc_hd__o22ai_1        18
sky130_fd_sc_hd__o2bb2ai_1       7
sky130_fd_sc_hd__o31ai_1         5
sky130_fd_sc_hd__o41ai_1         2
sky130_fd_sc_hd__or3_1           7
sky130_fd_sc_hd__or4_1           6
sky130_fd_sc_hd__or4b_1          2
sky130_fd_sc_hd__xnor2_1        10
sky130_fd_sc_hd__xor2_1          4
report_power, final:
part	switching [mW]	leakage, nW	total, mW	internal, mW
logic	0.211	2.25	0.521	0.311
registers	0.0143	0.373	0.276	0.262
clock network	0.107	0.0798	0.332	0.225
cell families after synthesis:
group	count (synthesis)	synth area share (%)
AND-OR/OR-AND	202	27.94
XOR/XNOR	14	2.708
adder cells (fa/ha/maj)	5	1.382
buffers and inverters	68	6.217
flip-flops	32	17.68
multiplexers	97	24.34
other	1	0.08282
AND/OR/NAND/NOR	184	19.65
stage by stage:
stage / cells / area [sq um]
final: 939 / 7039
after global routing: 939 / 7039
after CTS: 939 / 7039
after detailed placement: 931 / 6872
after global placement: 931 / 6872
after floorplan: 604 / 4532
cell type report:
| type | instances | area (sq um) | share of cell area [%] |
|---|---|---|---|
| multi-input combinational | 504 | 3458 | 49.13 |
| timing repair buffer | 245 | 2400 | 34.09 |
| sequential | 32 | 800.8 | 11.38 |
| tap | 140 | 175.2 | 2.488 |
| clock buffer | 5 | 125.1 | 1.777 |
| clock inverter | 3 | 42.54 | 0.6043 |
| inverter | 10 | 37.54 | 0.5332 |
worst max-delay path by stage:
| stage | start | end |
|---|---|---|
| final | length_MEM_i[0] | memout_o[8] |
| after global routing | length_MEM_i[0] | memout_o[14] |
| after CTS | length_MEM_i[0] | memout_o[8] |
Power is estimated from default activity; no workload was simulated.
